==> /design/flow/design.v <==
module MUX2_1(P,Q,V,S);
input [7:0]P,Q;
input V;
output[7:0] S;
assign S = V ? P : Q;
endmodule
module FAdder(X,Y,M,R);
input [7:0] X,Y;
input M;
output [7:0] R;
assign R = M ? X - Y : X + Y;
endmodule
module Register(S,LSHL,s0,CLK,Clr,T);
input s0;
input CLK,Clr,LSHL;
input [7:0] S;
output [7:0] T;
reg [7:0] T;
always @ (posedge CLK or negedge Clr)
    if(~Clr) T = 8'b00000000;
    else 
    case({s0})
    1'b1: T = {T[6:0],LSHL};  
    1'b0: T = S;   
    endcase
 endmodule
 module TFF(t,CLK,Q,Clr);
 input t,CLK,Clr;
 output Q;
 reg Q;
 always @ (posedge CLK or negedge Clr)
 if(~Clr) Q =1'b0;
    else Q =Q^t;
endmodule
module All(A,B,C,CLK,Clr,LSHL,V0,V1,M,s0,T);
input [7:0] A,B,C;
input CLK,Clr,LSHL,V0,V1,M,s0;
output [7:0]T;
wire [7:0] Out1,Out2,S;
MUX2_1 M1(A,T,V0,Out1);
MUX2_1 M2(B,C,V1,Out2);
FAdder FA(Out1,Out2,M,S);
Register REG(S,LSHL,s0,CLK,Clr,T);
endmodule
module Final(A,B,C,E,CLK,Clr,LSHL,T);
input [7:0] A,B,C;
input E,CLK,Clr,LSHL;
output [7:0] T;
count CONTER(E,CLK,Clr,M,s0,V);
All All_final(A,B,C,CLK,Clr,LSHL,V,V,M,s0,T);
endmodule
module Final_testbanch();
reg [7:0] A,B,C;
reg E,CLK,Clr,LSHL;
wire [7:0] T;
Final question2(A,B,C,E,CLK,Clr,LSHL,T);
initial
	begin
	E=0; Clr = 0; LSHL = 0;CLK =0; 
	#50 Clr = 1; 
	A=8'b00000010;
  	B=8'b00000100;
  	C=8'b00000011; 
	 #600 Clr=0;
	 #50 Clr=1;
	 E=1;  
	A=8'b00000010;
  	B=8'b00000100;
  	C=8'b00000011; 
	end
	always
	#50 CLK = ~CLK;
endmodule
module count(E,CLK,Clr,M,s0,V);
input E,CLK,Clr;
output M,s0,V;
TFF ff3(t1,CLK,Q1,Clr);
TFF ff4(t2,CLK,Q2,Clr);
assign t1 = Q1||Q2;
assign t2 = ~Q1;
assign s0 = Q1;
assign V = ~Q2;
assign M = E^Q2;
endmodule
module counter_test();
reg E,CLK,Clr;
wire M,s0,V;
count counter(E,CLK,Clr,M,s0,V);
initial
begin
E=1; CLK=0; Clr=0;
#100 Clr = 1;
end
always
  #50 CLK =~CLK;
endmodule
==> /design/flow/run.sh <==
#!/bin/bash
# OpenROAD 26Q1-2900-gdf79404cd8, Yosys 0.63+post, stock flow scripts
make -C /OpenROAD-flow-scripts/flow DESIGN_CONFIG=/design/flow/config.mk WORK_HOME=/design/flow/orfs finish
==> /design/flow/config.mk <==
export PLATFORM = sky130hd
export DESIGN_NAME = Final
export DESIGN_NICKNAME = Final
export VERILOG_FILES = /design/flow/design.v
export SDC_FILE = /design/flow/constraint.sdc
export NUM_CORES = 4
export LEC_CHECK = 1
export CORE_AREA = 10 10 88 88
export DIE_AREA = 0 0 98 98
==> /design/flow/constraint.sdc <==
current_design Final

set clk_period 8.7
set clk_io_pct 0.2

create_clock -name clk0 -period $clk_period [get_ports {CLK}]

set non_clock_inputs [all_inputs -no_clocks]
set_input_delay [expr $clk_period * $clk_io_pct] -clock clk0 $non_clock_inputs
set_output_delay [expr $clk_period * $clk_io_pct] -clock clk0 [all_outputs]
==> impl_metrics.py <==
# Physical implementation metrics
metrics = {
    "detailed_routing": {
        "drc": 0,
        "met1_wire_length_mm": 1.48,
        "wl_per_cell_um": 12.4,
        "number_of_detailed_routing_iterations_run_before_antenna_repair": 4,
        "antenna_left": 0,
        "antenna_cells": 0,
        "route.met2.wl_mm": 1.40,
        "vias_per_cell": 4.38,
        "drtIter0Drc": 103,
        "vias": 1068,
        "drt-total-wl_mm": 3.04,
        "wl_met3_um": 149,
        "dr.max_layer_used": "met3",
    },
    "run_status": {
        "run_status": "complete, no violations",
    },
    "synth": {
        "post_synth_inst_count": 135,
        "synth_flop_count": 10,
        "synth.yosys.chip_area_sq_um": 1140,
        "cell_type_count": 41,
        "edf_count": 0,
        "avgSynthCellArea_sq_um": 8.46,
        "post_synth_instance_area_sq_um": 1140,
        "ys_warn_count": 9,
        "synthArstFlopShare": 1.00,
        "synthFlopType": "dfrtp_1",
        "ys_seq_share": 0.219,
        "yosys-stat-cells": 135,
    },
    "die": {
        "chip_area_sq_um": 9600,
        "top_level_ports": 36,
        "chipHeight_um": 98,
        "number_of_standard_cell_rows_in_the_floorplan": 28,
        "fp.dieW_um": 98,
        "placeableCoreArea_sq_um": 5920,
        "initCoreUtil": 0.193,
    },
    "placed_design": {
        "placement_stage_worst_setup_slack_ps": 4100,
        "weighted_congestion_at_the_end_of_routability_driven_global_placement": 0.852,
        "buffer_ports.inserted": 35,
        "dp_cells": 240,
        "placedInstanceArea_sq_um": 1570,
        "dp_hpwl_mm": 2.50,
    },
    "global_route": {
        "grt_antenna_before_repair": 0,
        "overflow": 0,
        "globalRouteTotalUtil": 0.0607,
        "number_of_global_route_vias_before_repair": 1074,
        "grt_pass1_wl_mm": 5.00,
        "pin_count_of_the_biggest_net_entering_global_routing": 39,
    },
    "pwr": {
        "power.static_leakage_nw": 0.593,
        "power.ir.vdd_worst_uv": 77.0,
        "fin_total_pwr_uw": 215,
        "power_density_nw_per_um2": 133,
    },
    "worst_setup_path": {
        "critPathMostFrequentCell": "a21oi_1",
        "path_buffers": 1,
        "critical_setup_path_kind": "primary input to flop",
        "critical_path.cell_chain": "clkdlybuf4s50_1 > mux2i_1 > ha_1 > nor3_1 > a211oi_1 > a21oi_1 > a21oi_1 > ha_1 > a21o_1 > a21oi_1 > o21bai_1 > a21oi_1 > xor2_1 > o21ai_1",
        "startpoint_type": "primary input",
        "crit_path_top_delay_cell": "clkdlybuf4s50_1",
        "crit_path_end_kind": "flop",
        "worst_path_largest_cell_delay_ps": 450,
        "critical_path_peak_fanout": 7,
        "worst_path_dominant_cell_family": "AND-OR/OR-AND gates",
        "cp_data_arrival_time_ps": 4460,
        "worst-endpoint-required_ps": 8800,
    },
    "cts": {
        "cts.sinks": 10,
        "ctsResizeCount": 0,
        "tritoncts": "done",
        "cts_setup_buffers": 0,
        "h-tree-depth": 1,
        "cts_max_path_buffers": 2,
        "cts-root-buf": "clkbuf_8",
        "clock_buffer_count_from_cts": 3,
        "ctsHoldBuffers": 0,
        "clkTransAtPathRegs_ps": 50,
        "clock_insertion_delay_worst_skew_ps": 230,
    },
    "worst_hold_path": {
        "min_path_type": "flop to flop",
    },
    "final_timing": {
        "tightest_slew_ps": 476,
        "final_min_period_over_clock_period": 0.501,
        "slew_violations": 0,
        "maxSlewHeadroom": 0.680,
        "setup-violations-final": 0,
        "rsz0062_at_grt": "false",
        "postLayoutSetupSlackWorst_ps": 4340,
        "fin_setup_tns_ps": 0,
        "top_achievable_clock_speed_mhz": 229,
        "fin_skew_ps": 0.462,
        "period_minus_slack_ps": 4360,
        "timing.hold.ws_ps": 504,
        "total_count_of_hold_check_failures_in_the_final_report": 0,
    },
    "layout": {
        "post_route_cells_drive_above_1_share": 0.0769,
        "flow.area_growth_from_synthesis_pct": 41.8,
        "sequential_cell_area_sq_um": 250,
        "final_cell_mix": "clkdlybuf4s50_1, nor2_1, dfrtp_1",
        "layout.cells.non_filler": 244,
        "most_numerous_logic_cell_after_layout": "clkdlybuf4s50_1",
        "postLayoutCellArea_sq_um": 1620,
        "finish.utilization": 0.274,
        "final.fill_count": 624,
        "multi_input_comb_area_sq_um": 841,
    },
    "flow_run": {
        "log.warning_count": 25,
        "max_cap_viol_count": 0,
    },
}
## worst reg2reg max path, stage by stage, from the launching register on
cell and delay, ps:
dfrtp_1 450, mux2i_1 270, ha_1 310, nor3_1 80
a211oi_1 230, a21oi_1 60, a21oi_1 170, ha_1 290
a21o_1 190, a21oi_1 230, o21bai_1 90, a21oi_1 180
xor2_1 170, o21ai_1 70
## final cells by class
class | instances | share of cell area
inverters | 6 | 0.0139
repair buffers | 36 | 0.221
clock buffers | 4 | 0.0340
multi-input cells | 113 | 0.519
well taps | 75 | 0.0579
flip-flops and latches | 10 | 0.154
## sequential cells by signal, indices dropped and copies added (netlist names)
register	cells
All_final.REG.T	8
CONTER.ff3.Q	1
CONTER.ff4.Q	1
## kinds of logic (layout without fill, tap and decap cells)
logic type / count (synthesis) / after routing / share of synthesized area
and+or+nand+nor: 41 / 41 / 0.195
AOI/OAI and AO/OA: 40 / 40 / 0.228
muxes: 12 / 12 / 0.120
buffers and inverters: 12 / 46 / 0.0449
adders and majority gates: 10 / 10 / 0.116
xor gates and xnor gates: 10 / 10 / 0.0767
DFF: 10 / 10 / 0.219
## routing by layer
metal  track usage  vias to the layer above
li1              -                      562
met1        0.0790                      478
met2         0.102                       28
met3        0.0171                        0
met4       0.00447                        0
met5             0                        -
## synthesized netlist by cell type (all sizes together) (3+ instances only)
cell type / number / area, sq um
nand2b: 3 / 18.8
mux2: 8 / 93.8
a31oi: 3 / 18.8
ha: 9 / 113
dfrtp: 10 / 250
nor3: 6 / 30.0
mux2i: 4 / 43.8
inv: 6 / 22.5
xor2: 3 / 26.3
o21ai: 13 / 65.1
nand2: 9 / 33.8
nor2: 14 / 52.6
a21oi: 9 / 45.0
xnor2: 7 / 61.3
buf: 4 / 21.3
## worst paths after layout
check                                   start            endpoint  slack (ps)  cells after the start
max reg2reg                      CONTER.ff4.Q  All_final.REG.T[6]        5790                     13
min                        All_final.REG.T[5]  All_final.REG.T[6]         500                      2
min reg2reg                All_final.REG.T[5]  All_final.REG.T[6]         500                      2
min in group asynchronous                 Clr        CONTER.ff3.Q        1820                      1
max                                      C[1]  All_final.REG.T[6]        4340                     14
max in group asynchronous                 Clr  All_final.REG.T[7]        6590                      1
## report_power, final
group	internal [mW]	switching (mW)	leakage [nW]
clock network	0.0397	0.0169	0.0288
logic	0.0568	0.0310	0.443
registers	0.0607	0.0102	0.122
total	0.157	0.0581	0.593
Power figures rest on the tool's default switching activity, not on a simulated workload.
