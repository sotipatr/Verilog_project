File: ./design.v
module F_Adder(X,Y,M,R,G);
input [7:0] X,Y;
input M;
output [7:0] R;
output G;
assign {G, R} = M ? X + ~Y + {7'b0,1'b1} : X + Y;
endmodule
module test_FAdder();
reg [7:0] Out1,Out2;
reg M;
wire [7:0] S;
wire C;
F_Adder FA(Out1,Out2,M,S,C);
	initial
	begin
	Out1=8'b00000100; Out2=8'b00000001; 
	M=0;
	#200
	Out1=8'b00000001; Out2=8'b00000010;
	M=1;
      end
endmodule
File: ./run.sh
#!/bin/bash
# OpenROAD 26Q1-2900-gdf79404cd8, Yosys 0.63+post, stock flow scripts
make -C /OpenROAD-flow-scripts/flow DESIGN_CONFIG=/design/flow/config.mk WORK_HOME=/design/flow/orfs finish
File: ./config.mk
export PLATFORM = sky130hd
export DESIGN_NAME = F_Adder
export DESIGN_NICKNAME = F_Adder
export VERILOG_FILES = /design/flow/design.v
export SDC_FILE = /design/flow/constraint.sdc
export NUM_CORES = 4
export LEC_CHECK = 1
export CORE_AREA = 10 10 70 70
export DIE_AREA = 0 0 80 80
File: ./constraint.sdc
current_design F_Adder

set clk_period 3.8
set clk_io_pct 0.2

create_clock -name clk0 -period $clk_period

set non_clock_inputs [all_inputs -no_clocks]
set_input_delay [expr $clk_period * $clk_io_pct] -clock clk0 $non_clock_inputs
set_output_delay [expr $clk_period * $clk_io_pct] -clock clk0 [all_outputs]
==> results.txt <==
Implementation results

The mean cell area of the mapped netlist is slightly above 7 um^2. Ranked by total cell area, the synthesized netlist is headed by sky130_fd_sc_hd__ha_1 (31%), sky130_fd_sc_hd__inv_1 (9.2%), sky130_fd_sc_hd__xnor2_1 (6.7%), sky130_fd_sc_hd__fa_1 (6.1%), sky130_fd_sc_hd__a21oi_1 (5.4%). The sequential share of the synthesized area is 0%.

The via count of the first global-routing pass came to 711. The worst slew margin relative to its limit is a little over three fifths. The data required time reported for the critical path is 3.04 ns. The fraction of the mapped netlist area in compound gates is between 20% and 30%.

The layout sequential cell count is 0. The cell area after placement is 996 um^2. Routability-driven placement finished with a final weighted congestion of around 0.86. Of the total synthesized cell area, the portion taken by full adders, half adders and majority gates is 36.8%.

OpenROAD reports that the post-layout worst path occupies a little over nine tenths of the period. Overall routing resource usage recorded by global route was between 5 and 6%. The worst vdd rail ir drop is between 0.04 and 0.05 mV. Per the STA report, the cell with the highest stage delay on the worst path is sky130_fd_sc_hd__clkdlybuf4s50_1.

Once layout is done, the placed cells without fillers occupy 1030 um^2. The first routing iteration left 36 violations. The post-synthesis cell type count is 26. The final route contains approximately 700 vias.

The total DRC errors in the routed layout is 0. The height of the die is about 80 um. The synthesis run shows multiplexers occupying ~3% of the cell area. The total area inside the core boundary comes to approximately 3400 um^2. STA classifies the critical path endpoint as an output pin. On the critical path the data arrives at 2.90 ns.

For the finished layout, the period the worst path requires is between 3 and 4 ns. STA classifies the critical path startpoint as an input pin. After synthesis the cells add up to 653 um^2. The top cell type's share of synthesized area is 30.7%.

The remaining antenna violation count after routing is 0. The placement report lists the number of port buffers as 26. The number of filler cells placed in the layout is about 370. For this design, Yosys synthesis ends with a cell count of slightly above 90. The die boundary width is 80 um. The run finished with clean final reports.

Per the run report, area growth between synthesis and finish was 58.4%. From the final report, the count of setup violators was given as 0. In this run, the synthesized area fraction spent on and/or/nand/nor cells is recorded as between 10% and 20%.

The layout report lists the combined flip-flop and latch area as 0 um^2. For this run, the number of Yosys warnings is 0. The placement row count is 21.

The largest fanout of any net on the critical path is 3. In the final layout, the share of cells above drive strength 1 is a little under an eighth. The power density of the placed cells is roughly 140 nW/um^2.

The first global-routing pass estimated roughly 2900 um of wire. Yosys reports that the most numerous cell types are sky130_fd_sc_hd__ha_1 (16), sky130_fd_sc_hd__inv_1 (16), sky130_fd_sc_hd__a21oi_1 (7), sky130_fd_sc_hd__nor2_1 (7). The hold buffer count at cts is 0. The average wire per standard cell is around 10 um. The wire length recorded after detailed routing is 1720 um. The initial antenna violation count is 0. The chip area line in the Yosys stat output reads 653 um^2. The number of diodes is 0. Per the synthesis report, the XOR/XNOR share of the synthesized area is 8.05%. Counting stages on the worst path, the most repeated cell is sky130_fd_sc_hd__clkdlybuf4s50_1. The critical path class is input pin to output pin. The total of clock buffers placed in the layout is 0.

The path with the worst hold slack has its endpoint at R[7]. For this run the aggregate overflow at the end of global routing stands at 0. Entering global routing, the biggest net connects 16 pins.

According to the report, the first pass of detailed routing completed in 4 iterations. The tally of OpenROAD warnings is approximately 40. The number of hold violations in the final report is 0. Among all stages on the critical path, the maximum delay recorded is 0.49 ns. Static timing analysis puts the maximum clock frequency at between 0.2 and 0.3 GHz.

In this run the full chip footprint comes out at roughly 6400 um^2. The routed design shows a via density per instance of roughly 4.2. The library cell occupying the most area in the post-synthesis netlist is sky130_fd_sc_hd__ha_1. In this run the count of I/O pins placed on the die edge is 26. The HPWL after detailed placement is 1480 um. Walking the worst path, the cells encountered are clkdlybuf4s50_1 -> buf_4 -> ha_1 -> or2_2 -> o211ai_1 -> a21oi_1 -> nor2_1 -> xnor2_1 -> clkdlybuf4s50_1. The main combinational cell family by area after synthesis is adder cells. Synthesis produced a netlist whose cell count is between 90 and 100. For the worst min-delay path, the startpoint reported by OpenROAD is Y[7]. The worst hold path belongs to the class input pin to output pin. The leakage power is just under 0.0005 uW.

Looking at the max-slew report, the worst-margin pin has a slew of ~0.56 ns. The instance count along the most critical hold path is 6. The final design utilization is 30.3%. Per the final report, max-transition violations number 0.

The max-capacitance violation count is 0. The core utilization at floorplan is between 10% and 20%.
## kinds of logic (layout without fill, tap and decap cells)
group	after synthesis	count (layout)
adder cells (fa/ha/maj)	18	18
buffers and inverters	17	47
XOR/XNOR	6	6
AND-OR/OR-AND	25	25
AND/OR/NAND/NOR	23	23
multiplexers	2	2
## report_power, final
group          total [uW]  internal, uW  switching [uW]
registers               0             0               0
logic                 149          87.5            61.4
clock network           0             0               0
total                 149          87.5            61.4
## area by class of cell
class / count / area [um^2] / area share, %
inverter: 16 / 60.1 / 5.80
multi-input combinational: 74 / 619 / 59.9
tap: 46 / 57.6 / 5.56
timing repair buffer: 31 / 298 / 28.8
## worst max path at each step
stage,slack [ns],cells past startpoint,from,to
4_1_cts,0.05,9,X[1],R[7]
5_1_grt,-0.01,9,X[1],R[5]
6_report,0.14,9,X[1],R[5]
## stage by stage
stage          hold slack (ns)  instances  setup TNS, ns  power, uW  worst slack [ns]
6_report                  2.44        167              0        149             0.139
5_1_grt                   2.54        167        -0.0138        168           -0.0138
4_1_cts                   2.54        166              0        149            0.0471
3_5_place_dp              2.57        166         -0.315        147            -0.170
3_3_place_gp              2.56        166         -0.209        146            -0.108
2_1_floorplan             1.63         91              0       69.1              1.02
## routing by layer
layer  GRT usage (%)  part of all wire (%)  up-vias
li1                -                     -      373
met3           0.795                   3.7        0
met4               0                     0        0
met5               0                     0        -
met2            8.75                    47       13
met1            7.25                    49      312
## critical path, delay by kind of cell
kind	cells	cell delay [ns]
XOR/XNOR	1	0.13
adder cells (fa/ha/maj)	1	0.20
AND/OR/NAND/NOR	2	0.42
AND-OR/OR-AND	2	0.33
buffers and inverters	3	1.06
## layout by cell type (no fill, tap or decap), drive strengths merged, types with 4 or more instances in the layout
cell type	netlist	routed
inv	16	16
nor2	7	7
o21ai	5	5
a21oi	7	7
nand3	4	4
nor2b	4	4
clkdlybuf4s50	0	23
ha	16	16
nand2	5	5
buf	1	5
xnor2	5	5
## what timing repair did
| action | 4_1_cts | 5_1_grt |
|---|---|---|
| pin swaps | 5 | 4 |
| endpoints found under the setup margin | 2 | 4 |
| setup buffers | 0 | 1 |
| gates resized | 8 | 5 |
Power figures rest on the tool's default switching activity, not on a simulated workload.
